<file path="flow/design.v">
module ws2812b #(
    parameter longint CLOCK_HZ = 24_000_000,
    parameter NUMBER_OF_LEDS = 16,
    localparam NUMBER_OF_REGS = 4,
    localparam I2C_REG_ADDRESS_WIDTH = $clog2(NUMBER_OF_REGS)
) (
    input wire clock,
    input wire resetn,
    output logic serial_out,
    input wire [I2C_REG_ADDRESS_WIDTH-1:0] reg_address,
    input wire reg_is_write,
    input wire reg_request,
    output reg reg_response,
    output reg [7:0] reg_read_data,
    input wire [7:0] reg_write_data
);
localparam longint LONG_PERIOD  = (580*CLOCK_HZ + 1000_000_000-1)/1000_000_000;
localparam longint SHORT_PERIOD = (220*CLOCK_HZ + 1000_000_000-1)/1000_000_000;
localparam longint RESET_PERIOD = (280_000*CLOCK_HZ + 1000_000_000-1)/1000_000_000;
typedef struct packed {
    bit [7:0] g;
    bit [7:0] r;
    bit [7:0] b;
} pixel_t;
pixel_t pixels[NUMBER_OF_LEDS-1:0];  
typedef bit [$clog2(NUMBER_OF_LEDS) - 1:0] led_index_t;
led_index_t led_index;
pixel_t  led_pixel_buffer;
localparam REG_COMMAND = 0;
localparam REG_B       = 1;
localparam REG_G       = 2;
localparam REG_R       = 3;
always @(posedge clock) begin
    if( !resetn ) begin
        led_index <= 0;
    end
    else begin
        reg_response <= 0;
        if( reg_request ) begin
            if( reg_is_write ) begin
                case(reg_address)
                REG_COMMAND: begin
                    led_index <= reg_write_data;
                    led_pixel_buffer <= pixels[led_index];
                end
                REG_R: begin led_pixel_buffer.r <= reg_write_data; pixels[led_index] <= '{r: reg_write_data, g: led_pixel_buffer.g, b: led_pixel_buffer.b}; end
                REG_G: begin led_pixel_buffer.g <= reg_write_data; pixels[led_index] <= '{r: led_pixel_buffer.r, g: reg_write_data, b: led_pixel_buffer.b}; end
                REG_B: begin led_pixel_buffer.b <= reg_write_data; pixels[led_index] <= '{r: led_pixel_buffer.r, g: led_pixel_buffer.g, b: reg_write_data}; end
                endcase
            end
            else begin
                case(reg_address)
                REG_COMMAND: begin
                    reg_read_data <= led_index;
                end
                REG_R: reg_read_data <= led_pixel_buffer.r;
                REG_G: reg_read_data <= led_pixel_buffer.g;
                REG_B: reg_read_data <= led_pixel_buffer.b;
                endcase
            end
            reg_response <= 1;
        end
    end
end
localparam PERIOD_COUNTER_BITS = $clog2(RESET_PERIOD); 
localparam LED_COUNTER_BITS = $clog2(NUMBER_OF_LEDS);
logic [PERIOD_COUNTER_BITS-1:0] period_counter;
logic [4:0] bit_counter;
logic [LED_COUNTER_BITS-1:0] led_counter;
logic [23:0] pixel;
enum {IDLE, INTERVAL, RESET, BEGIN_LED, BEGIN_BIT, BIT_HIGH, BIT_LOW } state;
always_comb begin
    case(state)
    RESET: serial_out = 0;
    BIT_LOW: serial_out = 0;
    default: serial_out = 1;
    endcase
end
always @(posedge clock) begin
    if( !resetn ) begin
        state <= IDLE;
        pixel <= 0;
    end
    else begin
        case(state)
        IDLE: begin
            period_counter <= LONG_PERIOD+SHORT_PERIOD;
            led_counter <= 0;
            state <= INTERVAL;
        end
        INTERVAL: begin
            period_counter <= period_counter - 1;
            if( period_counter == 0 ) begin
                state <= RESET;
            end
        end
        RESET: begin
            period_counter <= period_counter - 1;
            if( period_counter == 0 ) begin
                state <= BEGIN_LED;
            end
        end
        BEGIN_LED: begin
            bit_counter <= 23;
            pixel <= pixels[led_counter];
            state <= BEGIN_BIT;
        end
        BEGIN_BIT: begin
            period_counter <= pixel[bit_counter] ? LONG_PERIOD : SHORT_PERIOD;
            state <= BIT_HIGH;
        end
        BIT_HIGH: begin
            period_counter <= period_counter - 1;
            if( period_counter == 0 ) begin
                period_counter <= pixel[bit_counter] ? SHORT_PERIOD : LONG_PERIOD;
                state <= BIT_LOW;
            end
        end
        BIT_LOW: begin
            period_counter <= period_counter - 1;
            if( period_counter == 0 ) begin
                bit_counter <= bit_counter - 1;
                if( bit_counter == 0 ) begin
                    led_counter <= led_counter + 1;
                    if( led_counter == NUMBER_OF_LEDS - 1 ) begin
                        state <= IDLE;
                    end
                    else begin
                        state <= BEGIN_LED;
                    end
                end
                else begin
                    state <= BEGIN_BIT;
                end
            end
        end
        endcase
    end
end
endmodule
</file>
<file path="flow/run.sh">
#!/bin/bash
# OpenROAD 26Q1-2900-gdf79404cd8, Yosys 0.63+post, stock flow scripts
make -C /OpenROAD-flow-scripts/flow DESIGN_CONFIG=/design/flow/config.mk WORK_HOME=/design/flow/orfs finish
</file>
<file path="flow/config.mk">
export PLATFORM = sky130hd
export DESIGN_NAME = ws2812b
export DESIGN_NICKNAME = ws2812b
export VERILOG_FILES = /design/flow/design.v
export SDC_FILE = /design/flow/constraint.sdc
export NUM_CORES = 4
export LEC_CHECK = 1
export CORE_UTILIZATION = 50
export SYNTH_HDL_FRONTEND = slang
</file>
<file path="flow/constraint.sdc">
current_design ws2812b

set clk_period 9.0
set clk_io_pct 0.2

create_clock -name clk0 -period $clk_period [get_ports {clock}]

set non_clock_inputs [all_inputs -no_clocks]
set_input_delay [expr $clk_period * $clk_io_pct] -clock clk0 $non_clock_inputs
set_output_delay [expr $clk_period * $clk_io_pct] -clock clk0 [all_outputs]
</file>
==> flow_summary.ini <==
; synthesis and place-and-route metrics
[critical_path]
endpoint_kind = flip-flop
worstRegToRegCells = 4
cp_cell_sequence = clkdlybuf4s50_1, inv_1, ha_1, buf_4, nor3_1, nor2_1, nand3_1, nor3_2, buf_4
path_max_fanout = 21
rr_endpoint = led_pixel_buffer[2]$_DFFE_PP_
startpoint_type = input port
arrival_ns = 4.87
slowest_stage = nor3_2
cp.required_ns = 9.26
crit_type = in -> reg
max_stage_delay_ns = 1.02
crit_top_cell = buf_4
regToRegSetupSlack_ns = 5.89

[status]
status = complete, no violations

[run]
warning_count = 30
maxCapViolations = 0

[clocking]
cts_root_buffer = clkbuf_16
clk_path_buf_depth = 3
h-tree-depth = 2
cts_tree = built
path_clk_slew_ns = 0.06
clk_latency_ns = 0.59
post_cts_buffers = 0
hold_buffers = 0
cts_resized = 0
cts_num_sinks = 478
cts_buffers = 50

[routing]
viasPerCell = 6.45
final_antenna_net_count = 0
antenna_cells = 0
dr.pass1.iters = 5
drc = 0
drt_iter0_drc = 635
drt-total-wl_um = 56000
wl_per_cell_um = 31.5
vias = 11500

[finish]
lay_top_cells = edfxtp_1 (439), mux4_2 (219), clkbuf_16 (53), mux2_2 (48), a22oi_1 (48)
layout.cells.most_common = edfxtp_1
syn_to_final_growth_pct = 12.1
fillers = 3175
drive_gt1_frac = 0.359

[sta]
setup_viol = 0
fmax_ghz = 0.217
worst_pin_slew_ns = 1.23
drv_slew = 0
finClkSkew_ns = 0.0133
rsz0062_at_grt = no
setup_tns_ns = 0
period_used_share = 0.512
hold_viol_final = 0
min_period_ns = 4.61
holdWs_ns = 0.493
relSlewSlack = 0.178

[power_and_ir_drop]
ir_drop_mv = 0.147
finalPower_mw = 4.71
power.density_nw_per_um2 = 193
p_leak_nw = 7.49

[logic_synthesis]
top_cell_area_share = 0.604
syn_inst = 1122
yosys.area.top_type = edfxtp_1
yosysChipArea_um2 = 21800
edf_count = 439
postSynthAreaPerCell_um2 = 19.4
synthArstFlopShare = 0
synth_area_um2 = 21800
area_leaders = edfxtp_1 (60%), mux4_2 (23%), dfxtp_1 (3.6%)
synth-main-ff-cell = edfxtp_1
ys_cells = 1122
numSynthFlops = 478
yosys_warnings = 0
yosysSeqAreaShare = 0.640
synthDistinctLibCells = 44

[min_path]
hold_end = pixel[11]$_SDFFE_PN0P_
min_from = pixel[11]$_SDFFE_PN0P_
min_path_type = reg -> reg
hold-path-cell-count = 1

[global_routing]
grt_first_pass_wirelength_um = 83900
overflow = 0
antenna_found_initial = 1
grt_util_all_layers = 0.299
grt_pass1_vias = 12700
grt_max_degree = 73

[placed_design]
port_buffers = 23
dp_hpwl_um = 34700
gp_congestion = 0.899

[floorplanning]
design.core.area_um2 = 43100
row_count = 76
die_h_um = 211
fp_util = 0.506
io_pins = 24
die_w_um = 211
die_area_um2 = 44500
-- layout make-up --
type	count	area [µm²]	share of cell area
tap	585	732	0.0299
inverter	13	48.8	0.00200
timing repair buffer	65	566	0.0231
sequential	478	14000	0.571
clock inverter	22	229	0.00936
multi-input combinational	546	7490	0.306
clock buffer	68	1410	0.0578
-- report_power, final --
group	internal, mW	switching [mW]	total, mW	leakage (nW)
Combinational	0.0863	0.110	0.197	2.42
Clock	1.23	0.838	2.07	0.797
Sequential	2.43	0.0136	2.44	4.27
-- worst max path at each step --
| stage | from | to | slack [ns] | cells past startpoint |
|---|---|---|---|---|
| CTS | reg_address[1] | pixels[3][23]$_DFFE_PP_ | 4.44 | 9 |
| global route | reg_address[0] | pixels[3][15]$_DFFE_PP_ | 4.19 | 9 |
| finish | reg_address[1] | pixels[3][5]$_DFFE_PP_ | 4.39 | 9 |
-- Yosys cell counts (all sizes together), types with 6 or more instances --
| library cell | instances |
|---|---|
| a21oi | 31 |
| a222oi | 8 |
| a22oi | 48 |
| a31o | 24 |
| and2 | 7 |
| buf | 34 |
| clkbuf | 51 |
| dfxtp | 39 |
| edfxtp | 439 |
| ha | 9 |
| inv | 13 |
| mux2 | 48 |
| mux2i | 21 |
| mux4 | 219 |
| nand2 | 18 |
| nand3 | 7 |
| nor2 | 36 |
| nor2b | 11 |
| nor3 | 9 |
| o21ai | 6 |
| xnor2 | 7 |
| xor2 | 6 |
-- critical path: cells and delay by family --
family / cells / cell delay (ns)
fa+ha+maj: 1 / 0.14
buf+inv: 4 / 1.35
simple gates: 4 / 1.56
-- metrics by stage --
step | std cells | util | worst slack (ns) | cell area [µm²]
6_report | 1777 | 0.568 | 4.39 | 24500
5_1_grt | 1777 | 0.568 | 4.19 | 24500
4_1_cts | 1777 | 0.568 | 4.44 | 24500
3_5_place_dp | 1687 | 0.530 | 3.88 | 22800
3_3_place_gp | 1687 | 0.530 | 3.91 | 22800
2_1_floorplan | 1122 | - | 4.12 | 21800
-- routing by layer --
metal / GRT usage / up-vias / part of all wire
li1: - / 4854 / -
met1: 0.432 / 5835 / 0.35
met2: 0.413 / 675 / 0.46
met3: 0.211 / 89 / 0.17
met4: 0.0590 / 2 / 0.024
met5: 0 / - / 0.00023
-- state kept, by name, indices dropped and copies added, names as in the netlist, 5 cells and up, named ones only --
| register | count |
|---|---|
| period_counter | 13 |
| bit_counter | 5 |
| led_pixel_buffer | 24 |
| state | 7 |
| pixel | 24 |
| reg_read_data | 8 |
| pixels | 384 |
-- cells by family (layout without fill, tap and decap cells) --
| family | after synthesis | count (layout) | share of synthesized area |
|---|---|---|---|
| DFF | 478 | 478 | 0.640 |
| xor gates and xnor gates | 13 | 13 | 0.00522 |
| and+or+nand+nor | 107 | 107 | 0.0246 |
| buffers and inverters | 98 | 168 | 0.0218 |
| muxes | 288 | 288 | 0.261 |
| AOI/OAI and AO/OA | 129 | 129 | 0.0426 |
| adders and majority gates | 9 | 9 | 0.00516 |
Power figures rest on the tool's default switching activity, not on a simulated workload.
